### flow/run.sh
#!/bin/bash
# OpenROAD 26Q1-2900-gdf79404cd8, Yosys 0.63+post, stock flow scripts
make -C /OpenROAD-flow-scripts/flow DESIGN_CONFIG=/design/flow/config.mk WORK_HOME=/design/flow/orfs finish
### flow/constraint.sdc
current_design tierSpread

set clk_period 7.3
set clk_io_pct 0.2

create_clock -name clk0 -period $clk_period [get_ports {clk}]

set non_clock_inputs [all_inputs -no_clocks]
set_input_delay [expr $clk_period * $clk_io_pct] -clock clk0 $non_clock_inputs
set_output_delay [expr $clk_period * $clk_io_pct] -clock clk0 [all_outputs]
### flow/config.mk
export PLATFORM = sky130hd
export DESIGN_NAME = tierSpread
export DESIGN_NICKNAME = tierSpread
export VERILOG_FILES = /design/flow/design.v
export SDC_FILE = /design/flow/constraint.sdc
export NUM_CORES = 4
export LEC_CHECK = 1
export CORE_UTILIZATION = 30
### flow/design.v
module tierSpread ( 
	input 	logic 			clk,
	input 	logic 			reset, 
	input 	logic [6:0] 	long,
	input 	logic [6:0] 	short,
	input 	logic [7:0] 	spreadCharge,
	input 	logic [7:0] 	outrightChargeTier1,
	input 	logic [7:0] 	outrightChargeTier2,
	output 	logic [6:0] 	newLong,
	output 	logic [6:0] 	newShort,
	output 	logic [15:0] 	spread,
	output 	logic [15:0] 	outright
);
	always_ff @(posedge clk) begin
		if (~reset)begin																	 
			spread 	<= 0;
			outright <= 0;
			newLong 	<= 0;
			newShort <= 0;
		end else begin																		 
			if (long <= short) begin													 
				if (long != 0) begin														 
					spread 	<= spreadCharge * long;									 
					newShort <= short - long;											 
					newLong 	<= 0;															 
					outright <= outrightChargeTier1 - outrightChargeTier2;	 
				end else begin																 
					spread 	<= 0;
					outright <= 0;
					newShort <= short;
					newLong 	<= long;
				end
			end else begin																	 
				if (short != 0) begin													 
					spread 	<= spreadCharge * short;								 
					newLong 	<= long - short;											 
					newShort <= 0;															 
					outright <= outrightChargeTier1 - outrightChargeTier2;	 
				end else begin																 
					spread 	<= 0;
					outright <= 0;
					newShort <= short;
					newLong 	<= long;
				end
			end
		end
	end
endmodule
==> reports/results.tsv <==
stage	metric	value	unit
grt	via_count_of_the_first_global_routing_pass	4676	
floorplan	die_area	0.0203	mm²
place	post-dp-hpwl	10900	µm
outcome	run_status	finished, final reports clean	
critical_path	critical_path_class	primary input to flop	
job	log.warning_count	31	
yosys	synth-edff-count	0	
yosys	synth_chip_area	0.00592	mm²
clock_network	cts.sink_count	38	
yosys	syn_avg_cell_area	8.50	µm²
sta	hold_viol_final	0	
grt	grt_util_all_layers	14.5	%
worst_hold_path	min_delay_path_depth	4	
clock_network	post_cts_resized	0	
clock_network	cts-hold-fix-buffers	0	
final_layout	fin_util	36.7	%
pwr	cellLeakagePower	3.23	nW
grt	groute.layer.met1.usage	20.7	%
yosys	ys_async_sr_fraction	0	%
floorplan	die_w	143	µm
drt	drtIter0Drc	181	
grt	initial_antenna_violation_count	0	
yosys	ys_dominant_reg_cell	sky130_fd_sc_hd__dfxtp_1	
clock_network	clk_pin_slew_worst_setup_hold_paths	0.06	ns
yosys	synth_seq_share	12.8	%
critical_path	timing.critical_path.from_type	primary input	
critical_path	worst_path_max_fanout	13	
critical_path	worst-endpoint-required	7.47	ns
pwr	power_density	210	mW/mm²
floorplan	design.core.area	0.0194	mm²
yosys	post_synth_area_hogs	sky130_fd_sc_hd__fa_1 (21%), sky130_fd_sc_hd__ha_1 (18%), sky130_fd_sc_hd__dfxtp_1 (13%)	
sta	finalClockPeriodUsage	80.9	%
yosys	combined_area_of_all_synthesized_cells	0.00592	mm²
sta	timing.final.setup_violations	0	
sta	totalNegativeSetupSlack	0	ns
grt	grt_most_used_layer	met2	
grt	grt_start_max_net_pins	20	
clock_network	number_of_buffers_on_the_longest_clock_path	2	
sta	timing.slew.headroom	58.0	%
worst_hold_path	hp-class	primary input to flop	
sta	layout_min_cycle_time	5.91	ns
yosys	synth.distinct_cells	54	
yosys	post_synth_inst_count	697	
drt	drcViolationCount	0	
sta	slew_violations	0	
floorplan	io-pin-count	86	
drt	first_pass_iters	4	
clock_network	number_of_buffers_added_by_the_clock_tree_synthesis_step	5	
clock_network	post-cts-setup-buffer-count	0	
final_layout	fillCellCount	2019	
clock_network	cts_tree	done	
floorplan	initial_utilization	30.5	%
place	port_buffers	84	
floorplan	fp.dieH	143	µm
drt	wirelength	13500	µm
grt	overflow	0	
clock_network	clk_root_buffer_cell	sky130_fd_sc_hd__clkbuf_16	
final_layout	final_layout_size_suffix_gt1_share	2.39	%
pwr	vdd_ir_drop_max	0.119	mV
floorplan	placementRows	51	
yosys	synth.largest_area_cell	sky130_fd_sc_hd__fa_1	
sta	rsz0062_at_grt	no	
grt	grt_pass1_wl	22800	µm
drt	detail_route.antenna_diodes	0	
critical_path	worst_ep_arrival_time	6.08	ns
drt	vias	4690	
yosys	yosysWarnings	1	
clock_network	htree_levels	2	
final_layout	syn_to_final_growth	20.0	%
job	drv.max_cap_violation_count	0	
drt	viasPerCell	4.60	
grt	use_met3	3.50	%
drt	detail_route.wl_per_cell	13.2	µm
grt	global_route.usage.met2	23.5	%
critical_path	worstSetupEndpointType	flop	
yosys	cells_yosys	697	
sta	maxClockFrequency	0.169	GHz
yosys	top_cell_area_share	20.6	%
place	place.gp.congestion	0.861	
sta	max_slew.worst_pin.slew	0.628	ns
drt	final_antenna_net_count	0	
yosys	numSynthFlops	38	
==> layout make-up <==
type                    instances  area (µm²)  share of cell area (%)
well taps                     265         332                    4.66
multi-input cells             540        4670                    65.6
repair buffers                 85         848                    11.9
inverters                      83         312                    4.38
clock inverters                 3        68.8                   0.968
clock buffers                   5         125                    1.76
flip-flops and latches         38         761                    10.7
==> state kept, by name, summed over array words and instances (netlist names) <==
name,cells
newShort,7
spread,15
outright,9
newLong,7
==> kinds of logic (layout without fill, tap and decap cells) <==
group | after synthesis | after routing | synth area share (%)
AND-OR/OR-AND | 108 | 108 | 11.9
XOR/XNOR | 27 | 27 | 3.99
adder cells (fa/ha/maj) | 148 | 148 | 39.0
buffers and inverters | 119 | 176 | 8.41
flip-flops | 38 | 38 | 12.8
multiplexers | 6 | 6 | 1.01
other | 1 | 1 | 0.0633
AND/OR/NAND/NOR | 250 | 250 | 22.8
==> where the power goes <==
group | leakage [nW] | switching (mW) | internal [mW] | total, mW
registers | 0.314 | 0.0116 | 0.247 | 0.258
clock network | 0.0940 | 0.0910 | 0.196 | 0.287
logic | 2.82 | 0.495 | 0.450 | 0.945
==> synth_stat cells (2+ instances only) <==
library cell and n:
sky130_fd_sc_hd__fa_1 61, sky130_fd_sc_hd__o22ai_1 7, sky130_fd_sc_hd__a211oi_1 6, sky130_fd_sc_hd__xor2_1 10, sky130_fd_sc_hd__nand3_1 11, sky130_fd_sc_hd__buf_2 2
sky130_fd_sc_hd__nor2_1 43, sky130_fd_sc_hd__xnor2_1 17, sky130_fd_sc_hd__a22oi_1 4, sky130_fd_sc_hd__nand2b_1 15, sky130_fd_sc_hd__nand4_1 4, sky130_fd_sc_hd__o211ai_1 4
sky130_fd_sc_hd__and2_1 85, sky130_fd_sc_hd__nor4b_1 2, sky130_fd_sc_hd__or3_1 2, sky130_fd_sc_hd__clkbuf_1 22, sky130_fd_sc_hd__dfxtp_1 38, sky130_fd_sc_hd__a21o_1 5
sky130_fd_sc_hd__o31a_1 2, sky130_fd_sc_hd__ha_1 87, sky130_fd_sc_hd__o21ai_0 23, sky130_fd_sc_hd__o21bai_1 4, sky130_fd_sc_hd__nand2_1 50, sky130_fd_sc_hd__o21a_1 5
sky130_fd_sc_hd__o41ai_1 2, sky130_fd_sc_hd__inv_1 83, sky130_fd_sc_hd__nor3_1 9, sky130_fd_sc_hd__nor3b_1 7, sky130_fd_sc_hd__mux2i_1 6, sky130_fd_sc_hd__nor2b_1 15
sky130_fd_sc_hd__buf_6 2, sky130_fd_sc_hd__buf_4 9, sky130_fd_sc_hd__a21oi_1 33, sky130_fd_sc_hd__o31ai_1 2
==> per-stage QoR <==
step | cell area (µm²) | hold WS, ns | total power [mW] | worst slack (ns) | instances
2_1_floorplan | 5920 | 1.60 | 0.940 | 1.95 | 697
3_3_place_gp | 6920 | 2.11 | 1.22 | 1.17 | 1011
3_5_place_dp | 6920 | 2.11 | 1.21 | 1.12 | 1011
4_1_cts | 7110 | 1.82 | 1.51 | 1.40 | 1019
5_1_grt | 7110 | 1.86 | 1.66 | 1.13 | 1019
6_report | 7110 | 1.83 | 1.49 | 1.39 | 1019
==> worst max-delay path: stages <==
cell and delay, ns:
sky130_fd_sc_hd__clkdlybuf4s50_1 0.66, sky130_fd_sc_hd__and2_1 0.31, sky130_fd_sc_hd__fa_1 0.53, sky130_fd_sc_hd__inv_1 0.05, sky130_fd_sc_hd__fa_1 0.53, sky130_fd_sc_hd__inv_1 0.05, sky130_fd_sc_hd__fa_1 0.48, sky130_fd_sc_hd__inv_1 0.05
sky130_fd_sc_hd__fa_1 0.48, sky130_fd_sc_hd__inv_1 0.04, sky130_fd_sc_hd__ha_1 0.35, sky130_fd_sc_hd__o21a_1 0.14, sky130_fd_sc_hd__o31a_1 0.12, sky130_fd_sc_hd__o21ai_0 0.38, sky130_fd_sc_hd__o21ai_0 0.19, sky130_fd_sc_hd__xnor2_1 0.17
sky130_fd_sc_hd__o22ai_1 0.09
==> cell usage in the layout, fill, tap and decap left out, types with 2 or more instances in the layout <==
cell type	n
sky130_fd_sc_hd__inv_1	83
sky130_fd_sc_hd__nand3_1	11
sky130_fd_sc_hd__a21oi_1	33
sky130_fd_sc_hd__mux2i_1	6
sky130_fd_sc_hd__o31a_1	2
sky130_fd_sc_hd__xnor2_1	17
sky130_fd_sc_hd__bufinv_16	2
sky130_fd_sc_hd__nand2b_1	15
sky130_fd_sc_hd__nor4b_1	2
sky130_fd_sc_hd__o41ai_1	2
sky130_fd_sc_hd__and2_1	85
sky130_fd_sc_hd__nand4_1	4
sky130_fd_sc_hd__or3_1	2
sky130_fd_sc_hd__nor3_1	9
sky130_fd_sc_hd__clkbuf_16	5
sky130_fd_sc_hd__o21ai_0	23
sky130_fd_sc_hd__a211oi_1	6
sky130_fd_sc_hd__o21bai_1	4
sky130_fd_sc_hd__o31ai_1	2
sky130_fd_sc_hd__nand2_1	50
sky130_fd_sc_hd__fa_1	61
sky130_fd_sc_hd__nor2_1	43
sky130_fd_sc_hd__nor2b_1	15
sky130_fd_sc_hd__dfxtp_1	38
sky130_fd_sc_hd__a21o_1	5
sky130_fd_sc_hd__a22oi_1	4
sky130_fd_sc_hd__nor3b_1	7
sky130_fd_sc_hd__o211ai_1	4
sky130_fd_sc_hd__ha_1	87
sky130_fd_sc_hd__clkdlybuf4s50_1	84
sky130_fd_sc_hd__xor2_1	10
sky130_fd_sc_hd__o22ai_1	7
sky130_fd_sc_hd__o21a_1	5
==> worst paths after layout <==
path	startpoint	to	slack (ns)
hold / removal	outrightChargeTier1[0]	outright[0]	1.83
setup / recovery	short[1]	spread[14]	1.39
==> layer usage <==
metal | wire [µm] | vias up
met3 | 864 | 8
met1 | 6460 | 2178
li1 | - | 2383
met4 | 114 | 0
met5 | 0 | -
met2 | 6020 | 121
No activity file was given, so power comes from the tool's default toggle rates.
